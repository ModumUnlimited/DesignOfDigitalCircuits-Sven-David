`flow/config.mk`:
```
export PLATFORM = sky130hd
export DESIGN_NAME = bad_ALU
export DESIGN_NICKNAME = bad_ALU
export VERILOG_FILES = /design/flow/design.v
export SDC_FILE = /design/flow/constraint.sdc
export NUM_CORES = 4
export LEC_CHECK = 1
export CORE_UTILIZATION = 30
```
`flow/constraint.sdc`:
```
current_design bad_ALU

set clk_period 20.7
set clk_io_pct 0.2

create_clock -name clk0 -period $clk_period

set non_clock_inputs [all_inputs -no_clocks]
set_input_delay [expr $clk_period * $clk_io_pct] -clock clk0 $non_clock_inputs
set_output_delay [expr $clk_period * $clk_io_pct] -clock clk0 [all_outputs]
```
`flow/run.sh`:
```
#!/bin/bash
# OpenROAD 26Q1-2900-gdf79404cd8, Yosys 0.63+post, stock flow scripts
make -C /OpenROAD-flow-scripts/flow DESIGN_CONFIG=/design/flow/config.mk WORK_HOME=/design/flow/orfs finish
```
`flow/design.v`:
```
`timescale 1ns / 1ps
module bad_ALU(
	input[31:0] a, b, 
	input	[3:0] aluop, 
	output [31:0] result, 
	output zero
	);
   reg [31:0]		slt;       
   reg [31:0]		logicsel; 
   reg [31:0]		alu_val;					 
   reg [31:0]		diff;
   wire				ss0;
   wire 				ss1; 
   wire 				Ss2; 
   wire 				ss3;
	assign {ss0,ss1,ss2,ss3} = aluop;	 
	always @ ( * )
	begin
		if (ss2 == 0)
			if (ss3 == 0) 
				logicsel = a & b;
			else
				logicsel = a | b;
	else
		if (ss3 == 1)
			logicsel= ~(a | b);
		else 
			logicsel = a ^ b;
     end   
	always @ ( aluop , a, b )
		if (aluop == 4'b1010)
		begin
		    slt = (a<b)? 32'd1: 32'd0;
		end		
	always @ ( * )
	begin
		case (aluop)
			4'b0000 : alu_val = a + b;
			4'b0010 : alu_val = a - b;
			4'b1010 : alu_val = slt;
			default : alu_val = logicsel;
		endcase		 
	end
	assign result = alu_val; 
	assign zero = (alu_val == 32'b0) ? 1: 0;
endmodule
```
==> run summary <==
Implementation results are summarized by area below.

Synthesis
By count the netlist is led by ha_1, inv_1, a21oi_1. For reference, the top cells by area after synthesis are ha_1, a21oi_1, inv_1. Per the post-synthesis report, the number of cells in the design is 935. The post-synthesis instance area is 6190 sq um. The async set or reset register ratio after synthesis is 0. Yosys reported a register bit count of 1. In the synthesis report, Yosys lists the chip area as 6190 sq um.

The average cell area after synthesis is 6.62 sq um. In this run, synthesis inferred 0 flip-flops with an integrated enable. After synthesis, the netlist uses 79 different library cells. For this run, the leading register cell type out of synthesis is dlxtn_1. The cell count in the Yosys report is 935.

The share of synthesized area in the top cell type comes to 0.210. The cell taking the most area after synthesis is ha_1. The number of synthesis warnings is 2.

The library cell with the highest instance count after synthesis is ha_1.

Clock network
The hold buffer count at CTS is 0. The number of gates resized after CTS is 0. The number of setup buffers added after CTS is 0.

Power
The switching fraction of total power is 0.573. In this run the power density over the cells is 28.2 nW/um^2. The share of total power in combinational logic is 0.998. The power report puts the leakage power at 3.19 nW. In the power breakdown, the internal column shows 88.4 uW. The sequential power share is 0.002. Summed over all nets, the switching power comes to 119 uW. The maximum resistive drop on vdd is 11.1 uV.

The clock group share of total power is 0.

GRT
The number of global-route vias before repair came to 6659. The total global routing overflow is 0. The aggregate global-route resource usage is 0.214. The pin count of the biggest net entering global routing is 46.

The number of antenna violations at the first check in global routing is 0. The first global-routing pass estimated 36400 um of wire.

Setup path
Among all stages on the critical path, the maximum delay recorded is 0.80 ns. The worst setup path is of the in2out kind. The report lists the cells along the critical path as buf_4, buf_4, or2_2, or3_1, buf_4, nor3_1, a2111oi_0, o211ai_1, nor4_1, nand3_1, or4b_4, nor4b_4, clkdlybuf4s50_1. The dominant delay contributor by cell family on the critical path is simple AND/OR/NAND/NOR gates.

The nature of the critical path endpoint is an output pin. The critical path's slowest stage uses the library cell a2111oi_0. For the worst setup path, the data required time is 16.56 ns. The most repeated library cell on the critical path is buf_4. The worst setup path is launched from a primary input. The maximum fanout count along the critical path is 45. The endpoint arrival time on the critical path is 9.14 ns. Together, buffers and inverters on the worst path number 4.

Routing
Summed over all layers, the routed wires come to 22300 um. The first detailed-routing pass ran for 5 iterations. The script logs the ratio of routed vias to standard cells as 5.51. The number of nets with antenna violations after routing is 0. For this sky-water flow run, the detailed-routed wirelength per cell is reported as 17.8 um. For this run, the script counts the antenna cells in the layout as 0. The number of DRC markers after the initial detailed-route iteration is 550. Detailed routing inserted a total of 6917 vias.

In the routed design, unresolved DRC markers number 0.

Status
The run finished with clean final reports.

Timing
Across all hold checks on the routed design, the worst slack comes to 9.42 ns. The actual transition at the worst max-transition pin is 0.894 ns. The final worst-path setup slack is 7.42 ns. The number of hold violations in the final report is 0. From the final report, the count of setup violators was given as 0. The minimum clock period is 13.28 ns. Setup repair after global routing left no endpoint under its margin.

In the final timing run, aggregate negative setup slack is 0 ns. The count of unclocked register or latch pins is 1. Per the slew report, the remaining headroom to the max-slew limit stands at 0.388.

The maximum clock rate is 75.3 MHz. The count of endpoints without a timing constraint was 1. Post-route period utilization is reported as 0.641. The final max-slew violation count recorded for this run is 0.

Worst hold path
The tightest min-delay check is of the in2out type.

Place
RePlAce ended its routability-driven mode at a weighted congestion of 1.03. The tally of buffers added on design ports is 101. The detailed placement HPWL is 18000 um. The cell area after placement is 7350 sq um. At the placement stage, the worst setup path has a slack of 7.48 ns.

Floorplan
In this run the vertical extent of the chip is 146 um. The initialized floorplan defines 52 standard-cell rows. The initial utilization of the core area, before any placement, comes to 0.306. In this run the horizontal extent of the chip is 146 um. The die area is 21200 sq um. For this design the top-level I/O count stands at 101. The core area is 20200 sq um.

Layout
The fraction of final layout cells with drive strength greater than 1 is 0.0437. The layout stage reports a final design area of 7350 sq um. The number of flip-flops in the largest register was 1. The flow measured a signed area growth from synthesis to layout of 18.7%.

Run
Warnings raised by the tools during the run amount to 104. The number of maximum-capacitance violations recorded for the run is 0.
## cell families (layout without fill, tap and decap cells)
family | count (synthesis) | count (layout) | synth area share
fa+ha+maj | 106 | 106 | 0.217
mux | 29 | 29 | 0.0477
compound gates | 322 | 322 | 0.356
xor+xnor | 39 | 39 | 0.0552
buf+inv | 162 | 212 | 0.106
latches | 1 | 1 | 0.00243
simple gates | 276 | 276 | 0.216
## final timing paths
check / end / startpoint / slack (ns) / cells past startpoint
worst max-delay path: zero / aluop[1] / 7.42 / 13
worst min-delay path: result[24] / aluop[1] / 9.42 / 5
## metal layers
layer / global-route usage / share of wire / vias to the layer above / routed length, um
met4: 0.0468 / 0.022 / 0 / 480
met5: 0 / 0 / - / 0
li1: - / - / 3458 / -
met1: 0.319 / 0.48 / 3183 / 10800
met3: 0.0224 / 0.056 / 36 / 1250
met2: 0.332 / 0.44 / 240 / 9760
## power by group through the flow
| stage | clock network, mW | logic (mW) | registers, mW |
|---|---|---|---|
| 4_1_cts | 0 | 0.206 | 0.000322 |
| 5_1_grt | 0 | 0.229 | 0.000339 |
| 6_report | 0 | 0.207 | 0.000323 |
## through the flow
step                cells  power, mW   util
floorplan             935      0.129      -
global placement     1255      0.206  0.363
CTS                  1255      0.206  0.363
global route         1255      0.229  0.363
detailed placement   1255      0.205  0.363
finish               1255      0.207  0.363
## cell type report
cell class | count | area, sq um
fillers | 2148 | 12900
inverters | 101 | 379
multi-input cells | 772 | 5530
flip-flops and latches | 1 | 15.0
well taps | 270 | 338
repair buffers | 111 | 1080
## cell usage in the layout (no fill, tap or decap), drive strengths merged, types with 26 or more instances in the layout
| cell type | count |
|---|---|
| nor3 | 38 |
| nor2 | 88 |
| inv | 101 |
| clkdlybuf4s50 | 100 |
| o21ai | 45 |
| xnor2 | 28 |
| a21oi | 96 |
| ha | 104 |
| a211oi | 26 |
| nand2 | 65 |
Power is estimated from default activity; no workload was simulated.
